===== design.v =====
`timescale 1ns / 1ps
module ad7076
    (
	 input clk,
	 input rst_n,
	 input[15:0] ad_data_in,
	 input firstdata,
	 input ad_busy,
	 output reg ad_cs,
    output reg ad_rd,
    output reg ad_rst,
    output ad_data_valid,
	 output reg convst,
	 output[2:0] ad_os,
	 output reg[15:0] ad_data_1,
	 output reg[15:0] ad_data_2,
	 output reg[15:0] ad_data_3,
	 output reg[15:0] ad_data_4,
	 output reg[15:0] ad_data_5,
	 output reg[15:0] ad_data_6,
	 output reg[15:0] ad_data_7,
	 output reg[15:0] ad_data_8
    );
localparam start=0;
localparam convst_0=1;
localparam wait_busy=2;
localparam busy_1=3;
localparam rddata_1=4;
localparam rddata_2=5;
localparam rddata_3=6;
localparam rddata_4=7;
localparam rddata_5=8;
localparam rddata_6=9;
localparam rddata_7=10;
localparam rddata_8=11;
localparam done=12;
localparam wait_freq=13;
reg[15:0] rst_cnt;
reg[31:0] i;
reg[3:0] state;
assign ad_os = 3'b000;
assign ad_data_valid = state==done?1'b1:1'b0;
always@(posedge clk or negedge rst_n)
begin
     if(~rst_n)
	    begin
	    ad_rst <= 1'b0;
	    rst_cnt <= 16'b0;
	    end
	  else if(rst_cnt==16'hffff)
		 ad_rst <= 1'b1;
	  else
	    begin
	    rst_cnt <= rst_cnt + 16'b1;
		 ad_rst <= 1'b0;
		 end
end
always@(posedge clk)
begin
     if(~ad_rst)
       begin
		 state <= start;
		 ad_cs <= 1'b1;
		 ad_rd <= 1'b1;
		 i <= 32'b0;
		 ad_data_1 <= 16'b0;
		 ad_data_2 <= 16'b0;
		 ad_data_3 <= 16'b0;
		 ad_data_4 <= 16'b0;
		 ad_data_5 <= 16'b0;
		 ad_data_6 <= 16'b0;
		 ad_data_7 <= 16'b0;
		 ad_data_8 <= 16'b0;
       end
     else
       begin
       case(state)
            start:
              begin
                if(i == 32'd20)
					   begin
					   state <= convst_0;
						i <= 32'd0;
						end
					 else
					   i <= i+32'd1;
				  end
				convst_0:
				  begin
				    if(i == 32'd2)
					   begin
						state <= wait_busy;
						convst <= 1'b1;
						end
					 else
					   begin
						i <= i+32'd1;
						convst <= 1'b0;
						end
				  end
				wait_busy:
				    if(i==32'd5)
					   begin
					   state <= busy_1;
						i <= 32'd0;
						end
					 else
					    i <= i+32'd1;
				busy_1:
				    if(~ad_busy)
					   begin
					   i <= 32'd0;
					   state <= rddata_1;
					   end
            rddata_1: 
                begin
				    ad_cs<=1'b0;                              
				    if(i==3) 
				      begin
			         ad_rd<=1'b1;
				   	i <= 32'd0;
					   ad_data_1 <= ad_data_in;                        
					   state <= rddata_2;
				      end
				    else 
				      begin
					   ad_rd<=1'b0;
					   i <= i + 32'd1;
				      end
			       end
            rddata_2:
                if(i==3)
                  begin
                  ad_rd <= 1'd1;
                  i <= 32'd0;
                  ad_data_2 <= ad_data_in;
                  state <= rddata_3;
                  end
                else
                  begin
                  ad_rd <= 1'b0;
                  i <= i + 32'd1;
                  end
            rddata_3:
                if(i==3)
                  begin
                  ad_rd <= 1'd1;
                  i <= 32'd0;
                  ad_data_3 <= ad_data_in;
                  state <= rddata_4;
                  end
                else
                  begin
                  ad_rd <= 1'b0;
                  i <= i + 32'd1;
                  end
            rddata_4:
                if(i==3)
                  begin
                  ad_rd <= 1'd1;
                  i <= 32'd0;
                  ad_data_4 <= ad_data_in;
                  state <= rddata_5;
                  end
                else
                  begin
                  ad_rd <= 1'b0;
                  i <= i + 32'd1;
                  end
            rddata_5:
                if(i==3)
                  begin
                  ad_rd <= 1'd1;
                  i <= 32'd0;
                  ad_data_5 <= ad_data_in;
                  state <= rddata_6;
                  end
                else
                  begin
                  ad_rd <= 1'b0;
                  i <= i + 32'd1;
                  end
            rddata_6:
                if(i==3)
                  begin
                  ad_rd <= 1'd1;
                  i <= 32'd0;
                  ad_data_6 <= ad_data_in;
                  state <= rddata_7;
                  end
                else
                  begin
                  ad_rd <= 1'b0;
                  i <= i + 32'd1;
                  end
            rddata_7:
                if(i==3)
                  begin
                  ad_rd <= 1'd1;
                  i <= 32'd0;
                  ad_data_7 <= ad_data_in;
                  state <= rddata_8;
                  end
                else
                  begin
                  ad_rd <= 1'b0;
                  i <= i + 21'd1;
                  end
            rddata_8:
                if(i==3)
                  begin
                  ad_rd <= 1'd1;
                  i <= 32'd0;
                  ad_data_8 <= ad_data_in;
                  state <= done;
                  end
                else
                  begin
                  ad_rd <= 1'b0;
                  i <= i + 32'd1;
                  end
				done:
				    begin
					   ad_cs <= 1'd1;
						ad_rd <= 1'b1;
						state <= wait_freq;
					 end
				wait_freq:
				    begin
					   if(i == 32'd781250)
						  begin
						    i <= 32'b0;
							 state <= start;
						  end
						else
						  i <= i + 32'b1;
					 end
				default state <= start;
         endcase
       end
end		 
endmodule
`timescale 1ns / 1ps
module ad7076_load(
    input clk,
	 input rst_n,
	 input ad_data_in,
	 input firstdata,
	 input ad_busy,
	 output ad_cs,
    output ad_rd,
    output ad_rst,
	 output convst,
	 output[2:0] ad_os,
	 output reg[15:0] ads_data_1,
	 output reg[15:0] ads_data_2,
	 output reg[15:0] ads_data_3,
	 output reg[15:0] ads_data_4,
	 output reg[15:0] ads_data_5,
	 output reg[15:0] ads_data_6,
	 output reg[15:0] ads_data_7,
	 output reg[15:0] ads_data_8,
	 output reg[15:0] ads_data_9,
	 output reg[15:0] ads_data_10,
	 	 output reg[15:0] ads_data_11,
	 output reg[15:0] ads_data_12,
	 output reg[15:0] ads_data_13,
	 output reg[15:0] ads_data_14,
	 output reg[15:0] ads_data_15,
	 output reg[15:0] ads_data_16,
	 output reg[15:0] ads_data_17,
	 output reg[15:0] ads_data_18,
	 output reg[15:0] ads_data_19,
	 output reg[15:0] ads_data_20,
	 	 output reg[15:0] ads_data_21,
	 output reg[15:0] ads_data_22,
	 output reg[15:0] ads_data_23,
	 output reg[15:0] ads_data_24,
	 output reg[15:0] ads_data_25,
	 output reg[15:0] ads_data_26,
	 output reg[15:0] ads_data_27,
	 output reg[15:0] ads_data_28,
	 output reg[15:0] ads_data_29,
	 output reg[15:0] ads_data_30,
	 	 output reg[15:0] ads_data_31,
	 output reg[15:0] ads_data_32,
	 output reg[15:0] ads_data_33,
	 output reg[15:0] ads_data_34,
	 output reg[15:0] ads_data_35,
	 output reg[15:0] ads_data_36,
	 output reg[15:0] ads_data_37,
	 output reg[15:0] ads_data_38,
	 output reg[15:0] ads_data_39,
	 output reg[15:0] ads_data_40,
	 	 output reg[15:0] ads_data_41,
	 output reg[15:0] ads_data_42,
	 output reg[15:0] ads_data_43,
	 output reg[15:0] ads_data_44,
	 output reg[15:0] ads_data_45,
	 output reg[15:0] ads_data_46,
	 output reg[15:0] ads_data_47,
	 output reg[15:0] ads_data_48,
	 output reg[15:0] ads_data_49,
	 output reg[15:0] ads_data_50,
	 	 output reg[15:0] ads_data_51,
	 output reg[15:0] ads_data_52,
	 output reg[15:0] ads_data_53,
	 output reg[15:0] ads_data_54,
	 output reg[15:0] ads_data_55,
	 output reg[15:0] ads_data_56,
	 output reg[15:0] ads_data_57,
	 output reg[15:0] ads_data_58,
	 output reg[15:0] ads_data_59,
	 output reg[15:0] ads_data_60,
	 	 output reg[15:0] ads_data_61,
	 output reg[15:0] ads_data_62,
	 output reg[15:0] ads_data_63,
	 output reg[15:0] ads_data_64,
	 output reg   sample_done
    );
wire ad_data_valid;
wire ad_data_1;
wire ad_data_2;
wire ad_data_3;
wire ad_data_4;
wire ad_data_5;
wire ad_data_6;
wire ad_data_7;
wire ad_data_8;
reg[7:0] i;
always@(posedge clk or negedge rst_n)
begin
  if(~rst_n)
    begin
	   i <= 8'b0;
	 end
  else if(ad_data_valid)
	 begin
		if(i == 8'd64)
		 begin
		 i <= 8'b0;
		 sample_done <= 1'b1;
		 end
		else
		 begin
		  sample_done <= 1'b0;
		  case(i)
		    8'd0: begin ads_data_1 <= ad_data_1; i<=i+8'd1; end
			 8'd1: begin ads_data_2 <= ad_data_1; i<=i+8'd1; end
			 8'd2: begin ads_data_3 <= ad_data_1; i<=i+8'd1; end
			 8'd3: begin ads_data_4 <= ad_data_1; i<=i+8'd1; end
			 8'd4: begin ads_data_5 <= ad_data_1; i<=i+8'd1; end
			 8'd5: begin ads_data_6 <= ad_data_1; i<=i+8'd1; end
			 8'd6: begin ads_data_7 <= ad_data_1; i<=i+8'd1; end
			 8'd7: begin ads_data_8 <= ad_data_1; i<=i+8'd1; end
			 8'd8: begin ads_data_9 <= ad_data_1; i<=i+8'd1; end
			 8'd9: begin ads_data_10 <= ad_data_1; i<=i+8'd1; end
			 8'd10: begin ads_data_11 <= ad_data_1; i<=i+8'd1; end
			 8'd11: begin ads_data_12 <= ad_data_1; i<=i+8'd1; end
			 8'd12: begin ads_data_13 <= ad_data_1; i<=i+8'd1; end
			 8'd13: begin ads_data_14 <= ad_data_1; i<=i+8'd1; end
			 8'd14: begin ads_data_15 <= ad_data_1; i<=i+8'd1; end
			 8'd15: begin ads_data_16 <= ad_data_1; i<=i+8'd1; end
			 8'd16: begin ads_data_17 <= ad_data_1; i<=i+8'd1; end
			 8'd17: begin ads_data_18 <= ad_data_1; i<=i+8'd1; end
			 8'd18: begin ads_data_19 <= ad_data_1; i<=i+8'd1; end
			 8'd19: begin ads_data_20 <= ad_data_1; i<=i+8'd1; end
			 8'd20: begin ads_data_21 <= ad_data_1; i<=i+8'd1; end
			 8'd21: begin ads_data_22 <= ad_data_1; i<=i+8'd1; end
			 8'd22: begin ads_data_23 <= ad_data_1; i<=i+8'd1; end
			 8'd23: begin ads_data_24 <= ad_data_1; i<=i+8'd1; end
			 8'd24: begin ads_data_25 <= ad_data_1; i<=i+8'd1; end
			 8'd25: begin ads_data_26 <= ad_data_1; i<=i+8'd1; end
			 8'd26: begin ads_data_27 <= ad_data_1; i<=i+8'd1; end
			 8'd27: begin ads_data_28 <= ad_data_1; i<=i+8'd1; end
			 8'd28: begin ads_data_29 <= ad_data_1; i<=i+8'd1; end
			 8'd29: begin ads_data_30 <= ad_data_1; i<=i+8'd1; end
			 8'd30: begin ads_data_31 <= ad_data_1; i<=i+8'd1; end
			 8'd31: begin ads_data_32 <= ad_data_1; i<=i+8'd1; end
			 8'd32: begin ads_data_33 <= ad_data_1; i<=i+8'd1; end
			 8'd33: begin ads_data_34 <= ad_data_1; i<=i+8'd1; end
			 8'd34: begin ads_data_35 <= ad_data_1; i<=i+8'd1; end
			 8'd35: begin ads_data_36 <= ad_data_1; i<=i+8'd1; end
			 8'd36: begin ads_data_37 <= ad_data_1; i<=i+8'd1; end
			 8'd37: begin ads_data_38 <= ad_data_1; i<=i+8'd1; end
			 8'd38: begin ads_data_39 <= ad_data_1; i<=i+8'd1; end
			 8'd39: begin ads_data_40 <= ad_data_1; i<=i+8'd1; end
			 8'd40: begin ads_data_41 <= ad_data_1; i<=i+8'd1; end
			 8'd41: begin ads_data_42 <= ad_data_1; i<=i+8'd1; end
			 8'd42: begin ads_data_43 <= ad_data_1; i<=i+8'd1; end
			 8'd43: begin ads_data_44 <= ad_data_1; i<=i+8'd1; end
			 8'd44: begin ads_data_45 <= ad_data_1; i<=i+8'd1; end
			 8'd45: begin ads_data_46 <= ad_data_1; i<=i+8'd1; end
			 8'd46: begin ads_data_47 <= ad_data_1; i<=i+8'd1; end
			 8'd47: begin ads_data_48 <= ad_data_1; i<=i+8'd1; end
			 8'd48: begin ads_data_49 <= ad_data_1; i<=i+8'd1; end
			 8'd49: begin ads_data_50 <= ad_data_1; i<=i+8'd1; end
			 8'd50: begin ads_data_51 <= ad_data_1; i<=i+8'd1; end
			 8'd51: begin ads_data_52 <= ad_data_1; i<=i+8'd1; end
			 8'd52: begin ads_data_53 <= ad_data_1; i<=i+8'd1; end
			 8'd53: begin ads_data_54 <= ad_data_1; i<=i+8'd1; end
			 8'd54: begin ads_data_55 <= ad_data_1; i<=i+8'd1; end
			 8'd55: begin ads_data_56 <= ad_data_1; i<=i+8'd1; end
			 8'd56: begin ads_data_57 <= ad_data_1; i<=i+8'd1; end
			 8'd57: begin ads_data_58 <= ad_data_1; i<=i+8'd1; end
			 8'd58: begin ads_data_59 <= ad_data_1; i<=i+8'd1; end
			 8'd59: begin ads_data_60 <= ad_data_1; i<=i+8'd1; end
			 8'd60: begin ads_data_61 <= ad_data_1; i<=i+8'd1; end
			 8'd61: begin ads_data_62 <= ad_data_1; i<=i+8'd1; end
			 8'd62: begin ads_data_63 <= ad_data_1; i<=i+8'd1; end
			 8'd63: begin ads_data_64 <= ad_data_1; i<=i+8'd1; end
          default:i<=8'b0;
		 endcase
		end
	end
end
ad7076 U1 (
    .clk(clk), 
    .rst_n(rst_n), 
    .ad_data_in(ad_data_in), 
    .firstdata(firstdata), 
    .ad_busy(ad_busy), 
    .ad_cs(ad_cs), 
    .ad_rd(ad_rd), 
    .ad_rst(ad_rst), 
    .ad_data_valid(ad_data_valid), 
    .convst(convst), 
    .ad_os(ad_os), 
    .ad_data_1(ad_data_1), 
    .ad_data_2(ad_data_2), 
    .ad_data_3(ad_data_3), 
    .ad_data_4(ad_data_4), 
    .ad_data_5(ad_data_5), 
    .ad_data_6(ad_data_6), 
    .ad_data_7(ad_data_7), 
    .ad_data_8(ad_data_8)
    );
endmodule

===== run.sh =====
#!/bin/bash
# OpenROAD 26Q1-2900-gdf79404cd8, Yosys 0.63+post, stock flow scripts
make -C /OpenROAD-flow-scripts/flow DESIGN_CONFIG=/design/flow/config.mk WORK_HOME=/design/flow/orfs finish

===== config.mk =====
export PLATFORM = sky130hd
export DESIGN_NAME = ad7076_load
export DESIGN_NICKNAME = ad7076_load
export VERILOG_FILES = /design/flow/design.v
export SDC_FILE = /design/flow/constraint.sdc
export NUM_CORES = 4
export LEC_CHECK = 1
export CORE_AREA = 10 10 399 399
export DIE_AREA = 0 0 409 409

===== constraint.sdc =====
current_design ad7076_load

set clk_period 3.7
set clk_io_pct 0.2

create_clock -name clk0 -period $clk_period [get_ports {clk}]

set non_clock_inputs [all_inputs -no_clocks]
set_input_delay [expr $clk_period * $clk_io_pct] -clock clk0 $non_clock_inputs
set_output_delay [expr $clk_period * $clk_io_pct] -clock clk0 [all_outputs]

==> out/metrics.cfg <==
[global_route]
grt_pass1_wl_mm=42.0
grt_busiest_layer=met2
grt_overflow=0
grt_max_degree=66
use_met2_pct=5.52
met1_usage_pct=3.21
grt_use_met3_pct=1.39
globalRouteTotalUtil_pct=2.99
antenna_found_initial=0
grt_pass1_vias=7765

[final_layout]
area_growth_syn_to_layout_pct=1.45
final_util_pct=9.02
drive_above_1_share_pct=3.71
nFillCells=17372

[cts]
cts_hold_buf=0
cts.htree.levels=4
root_buffer=clkbuf_16
cts_inserted_buffers=17
worstSkewPairLatency_ns=0.41
cts_buffer_depth=2
postCtsSetupRepairBufs=0
cts_sinks=140
clk_pin_slew_worst_paths_ns=0.06
cts_resized=0
cts_tree=built

[drt]
drc_errors=0
ant_nets=0
routedWlPerCell_um=7.95
vias=7095
diodes=0
drtPass1Iterations=4
via_per_inst=1.94
drt_iter0_drc=371
wirelength_mm=29.1

[critical_path]
start_kind=flop
reg2reg_depth=9
crit_type=flop to flop
arrival_ns=3.13
r2r_end=U1.i[9]
rrSetupSlack_ns=0.85
r2r_start=U1.i[0]
path_max_fanout=27
end_kind=flop
cp.required_ns=3.99

[logic_synthesis]
syn_inst=1552
postSynthAreaPerCell_sq_um=8.60
aoi_share_pct=2.73
flop_cell=edfxtp_1
synthTopLogicFamily=buffers and inverters
synthXorXnorAreaFrac_pct=2.49
yosysWarnings=11
ys_chip_area_sq_um=13300
synth_area_sq_um=13300
area_leaders=buf_4, edfxtp_1, dfxtp_1, dfrtp_1, nor2_1
synth.most_common_cell=buf_4
ys_cells=1552
yosys-mux-area-fraction_pct=0.253
ys_async_sr_fraction_pct=17.9
synth-edff-count=66
adder_share_pct=0.844
common_cells=buf_4, nor2_1, edfxtp_1
ys_sh_simple_pct=11.2
yosysUniqueCellTypes=55
synth_top_cell_by_area=buf_4
ys_seq_share_pct=26.9
ys_ff=140
top_cell_area_share_pct=54.2

[outcome]
status=finished clean

[sta]
period_used_pct=76.9
tns_ns=0
setup_viol=0
hold_ws_ns=0.471
rsz0062_at_grt=no
slew_viol_final=0
hold_viol=0
slew_headroom_pct=38.3
fmax_mhz=351
worst_pin_slew_ns=0.918
finClkSkew_ns=0.0101
timing.final.ws_setup_ns=0.853
layout_min_cycle_time_ns=2.85

[floorplanning]
rows=142
die_y_um=409
fp_util_pct=8.89
pin_count=1037
chipArea_sq_um=167000
core-area_sq_um=150000
fp.dieW_um=409

[power]
pwr-share-clk_pct=51.2
p_switching_uw=772
p_sw_share_pct=22.3
seqPwrFrac_pct=46.5
vdd_ir_drop_max_v=0.000307
combPwrFrac_pct=2.3
internal-power_uw=2690
power.density_nw_per_um2=256
leakage_uw=0.00577

[run]
maxCapViolCount=0
warnings=32

[hold_path]
min_to=U1.state[6]
hp-class=flop to flop
holdCritStartpoint=U1.state[9]
hold_depth=2

[placement]
gp_congestion=0.795
hpwl_mm=24.9
dp_slack_ns=0.855
io_buffers=72

## power by group through the flow
| stage | Clock [uW] | Sequential [uW] | Combinational, uW |
|---|---|---|---|
| 5_1_grt | 1880 | 1610 | 142 |
| 4_1_cts | 1810 | 1610 | 109 |
| 6_report | 1770 | 1610 | 81.2 |
## sequential cells by signal (all words and copies together), names as in the netlist, 8 cells and up
register,count
U1.i,32
i,8
U1.state,14
U1.rst_cnt,16
## stage by stage
step                cells  instance area (sq um)  total power [uW]
floorplan            2514                  17000              2370
global placement     3626                  12900              1760
detailed placement   3626                  12900              1750
CTS                  3658                  13500              3530
global route         3658                  13500              3630
finish               3658                  13500              3460
## per-layer routing
layer / vias up / routed length, um
met5: - / 0
met4: 0 / 134
met3: 17 / 3250
met2: 553 / 15000
met1: 3310 / 10700
li1: 3215 / -
## cell families after synthesis
logic type	after synthesis
other	1
buffers and inverters	1003
DFF	140
muxes	3
adders and majority gates	9
and+or+nand+nor	307
AOI/OAI and AO/OA	51
xor gates and xnor gates	38
## layout by cell type, fill, tap and decap left out, types with 3 or more instances in the layout
master / Yosys / routed
dfrtp_1: 25 / 25
clkbuf_16: 0 / 17
and3_1: 6 / 6
nor2b_1: 8 / 8
nand2_1: 61 / 61
or4_1: 3 / 3
edfxtp_1: 66 / 66
and2_1: 4 / 4
ha_1: 9 / 9
buf_4: 963 / 10
conb_1: 1 / 963
and4_1: 3 / 3
nand2b_1: 4 / 4
clkinv_4: 0 / 4
dfxtp_1: 49 / 48
inv_1: 17 / 17
inv_6: 0 / 4
xnor2_1: 35 / 35
xor2_1: 3 / 3
a21oi_1: 17 / 17
nor3_1: 21 / 21
clkdlybuf4s50_1: 0 / 72
nor4_1: 21 / 20
bufinv_16: 0 / 3
nor4b_1: 6 / 6
nand4_1: 13 / 13
nand3_1: 36 / 36
mux2_2: 3 / 3
nor2_1: 106 / 106
o21ai_0: 9 / 9
o31ai_1: 4 / 4
## cell type report
| class | instances | area (sq um) | area share, % |
|---|---|---|---|
| repair buffers | 82 | 796 | 5.88 |
| well taps | 2016 | 2520 | 18.6 |
| clock inverters | 14 | 184 | 1.36 |
| clock buffers | 18 | 429 | 3.17 |
| flip-flops and latches | 140 | 3590 | 26.5 |
| inverters | 17 | 63.8 | 0.471 |
| multi-input cells | 1371 | 5950 | 44.0 |
## how the worst max path moves through the flow
stage                 startpoint  endpoint  slack, ns
after global routing     U1.i[0]  U1.i[12]       0.66
after CTS                U1.i[0]   U1.i[9]       0.85
final                    U1.i[0]   U1.i[9]       0.85
## worst max-delay path: stages, from the launching register on
cell      delay (ns)
dfxtp_1         0.35
inv_1           0.12
ha_1            0.14
or3b_4          0.40
or4_4           0.57
a211oi_2        0.25
a32oi_2         0.23
o31ai_4         0.23
buf_4           0.33
nor2_1          0.10
Power is estimated from default activity; no workload was simulated.
